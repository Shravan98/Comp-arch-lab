### flow/design.v
module halfadder(a,b,s,c);
	input a,b;
	output s,c;
	wire s1,s2,s3;
	 nand #10 n3(s1,a,b);
	 nand #10 n4(s2,s1,a);
	 nand #10 n5(s3,s1,b);
	 nand #10 n6(s,s2,s3);
	 nand n2(c,s1,1);
endmodule
module fulladder(a,b,cin,s,cout);
	input a,b,cin;
	output s,cout;
	wire i1,s1,s2,s3,s4,s5,s6;
	 nand #10 n3(s1,a,b);
	 nand #10 n4(s2,s1,a);
	 nand #10 n5(s3,s1,b);
	 nand #10 n6(i1,s2,s3);
	 nand #10 n3(s4,i1,cin);
	 nand #10 n4(s5,s4,i1);
	 nand #10 n5(s6,s4,cin);
	 nand #10 n6(s,s5,s6);
	 nand #10 n7(cout,s1,s4);
endmodule	 
module bit4ripplecarry(a,b,cin,s,cout);
	input [3:0] a,b;
	input cin;
	output [3:0] s;
	output cout;
	wire c[2:0];
	fulladder f1(a[0],b[0],cin,s[0],c[0]);
	fulladder f2(a[1],b[1],c[0],s[1],c[1]);
	fulladder f3(a[2],b[2],c[1],s[2],c[2]);
	fulladder f4(a[3],b[3],c[2],s[3],cout);
endmodule	
module nbitripplecarry(a,b,control,s,cout);
	parameter n=32;
	input [n-1:0] a,b;
	input control;
	reg [n-1:0] mod;
	wire [n-1:0] carry;
	output [n-1:0] s;
	output reg cout;
	integer j;
	always@*
	begin
	for(j=0;j<n;j=j+1) 
	begin
		mod[j] = control^b[j];
	end
	end 
	fulladder f0(a[0],mod[0],control,s[0],carry[0]);
	genvar i;
	for(i=1;i<n;i=i+1)
	begin:two
		fulladder f1(a[i],mod[i],carry[i-1],s[i],carry[i]);
	end
	always@*
		cout = carry[n-1];
endmodule
module testbench;
	reg [31:0] a,b;
	reg control;
	wire [31:0] s;
	wire cout;
	nbitripplecarry n1(a,b,control,s,cout);
	initial
	begin
		$monitor(,$time,"a=%d,b=%d,control=%b,s=%d,cout=%b",a,b,control,s,cout);
	end
	initial
		begin
		a=32'd13;b=32'd12;control=1'b1;
		end
endmodule
### flow/run.sh
#!/bin/bash
# OpenROAD 26Q1-2900-gdf79404cd8, Yosys 0.63+post, stock flow scripts
make -C /OpenROAD-flow-scripts/flow DESIGN_CONFIG=/design/flow/config.mk WORK_HOME=/design/flow/orfs finish
### flow/config.mk
export PLATFORM = sky130hd
export DESIGN_NAME = bit4ripplecarry
export DESIGN_NICKNAME = bit4ripplecarry
export VERILOG_FILES = /design/flow/design.v
export SDC_FILE = /design/flow/constraint.sdc
export NUM_CORES = 4
export LEC_CHECK = 1
export CORE_AREA = 10 10 70 70
export DIE_AREA = 0 0 80 80
### flow/constraint.sdc
current_design bit4ripplecarry

set clk_period 3.0
set clk_io_pct 0.2

create_clock -name clk0 -period $clk_period

set non_clock_inputs [all_inputs -no_clocks]
set_input_delay [expr $clk_period * $clk_io_pct] -clock clk0 $non_clock_inputs
set_output_delay [expr $clk_period * $clk_io_pct] -clock clk0 [all_outputs]
==> results.toml <==
# yosys + openroad results
[detailed_routing]
route.detailed.drc = 0
met3_length_um = 97
wl_met2_um = 103
drt_pass1_iterations = 1
initialDrtViolationCount = 0
n_antenna_cell = 0
wire_per_inst_um = 5.662
routed.top_layer = "met3"
wirelength_um = 419
postRouteAntennaNets = 0
vias = 128
vias_per_cell = 1.730
m1WireLength_um = 219

[finish]
utilization_pct = 8.791
drive_above_1_share_pct = 50.00
regArea_sq_um = 0
fillCellCount = 401
area_growth_pct = 103.4
clock_buffers = 0
seq_cells = 0

[pwr]
p_leak_uw = 0.0001330
p_seq_share_pct = 0
vdd_ir_drop_max_mv = 0.03645
internal_power_uw = 27.96
p_sw_uw = 14.93
p_comb_share_pct = 100.0
power_density_mw_per_mm2 = 142.8
power_uw = 42.89
power_frac_clock_pct = 0
p_sw_share_pct = 34.82

[floorplan]
die_w_um = 80
boundaryPins = 14
dieArea_sq_mm = 0.006400
initCoreUtil_pct = 4.322
rows = 21
fp.dieH_um = 80
fp.coreArea_sq_mm = 0.003416

[placement]
io_buffer_count = 14
dp_hpwl_um = 415
gp_congestion = 0.7930

[sta]
rsz0062_at_grt = "false"
fin_setup_tns_ns = 0
hold_viol_final = 0
slew_headroom_pct = 93.44
setup_viol = 0
fmax_ghz = 0.3473
tightest_slew_ns = 0.09806
hold_ws_ns = 1.962
finalCriticalPeriod_ns = 2.879
drv_slew = 0
finalClockPeriodUsage_pct = 95.97

[logic_synthesis]
ys_cells = 18
synthDistinctLibCells = 3
synth_seq_share_pct = 0
postSynthCellCount = 18
yosysWarningCount = 1
yosysMostFrequentCell = "inv_1"
yosys_area_sq_um = 147.6
synth_area_leader_cell = "fa_1"
syn_area_per_cell_sq_um = 8.202
top_cell_area_share_pct = 54.24
area_leaders = "fa_1 54%, inv_1 25%, buf_4 20%"
syn-cell-area_sq_um = 147.6
common_cells = "10 x inv_1, 4 x buf_4, 4 x fa_1"

[critical_path]
worstSetupPathType = "in -> out"
required_ns = 2.40
startpoint_type = "input pin"
cp.arrival_ns = 2.28
end_kind = "output pin"
cp_max_fo = 1

[clock_network]
cts_setup_buffers = 0
postCtsHoldBufs = 0

[grt]
grt_usage_pct = 1.367
grt_pass1_wl_um = 696
antenna_found_initial = 0
grt_pass1_vias = 150
grt-ovfl-total = 0
grt_max_degree = 2

[run]
warning_count = 32
maxCapViolCount = 0

[worst_hold_path]
min_path_type = "in -> out"

[outcome]
outcome = "finished clean"
final timing paths:
check	startpoint	end	slack, ns	cells after the start
worst max-delay path	b[0]	s[3]	0.12	10
worst min-delay path	a[0]	s[0]	1.96	5
power by group through the flow:
stage | Combinational [uW] | Sequential (uW) | Clock [uW]
4_1_cts | 44.5 | 0 | 0
5_1_grt | 51.0 | 0 | 0
6_report | 42.9 | 0 | 0
cell type report:
cell class,count,area (sq um),share of cell area (%)
tap,46,57.56,19.17
timing repair buffer,14,115.1,38.33
multi-input combinational,4,90.09,30.00
inverter,10,37.54,12.50
timing repair:
item | CTS | global route
setup endpoints to repair | 4 | 1
pin swaps | 4 | 4
resized | 26 | 1
hold endpoints to repair | 0 | 0
critical path, stage by stage:
cell and delay, ns:
buf_2 0.10, inv_2 0.05, fa_2 0.19, inv_2 0.04, fa_2 0.34, fa_2 0.34
inv_2 0.06, fa_2 0.42, inv_2 0.05, buf_2 0.08
logic make-up (layout without fill, tap and decap cells):
logic type | Yosys count | after routing | synth area share [%]
buffers and inverters | 14 | 24 | 45.77
adders and majority gates | 4 | 4 | 54.24
metrics by stage:
step	instance area [sq um]	cells	worst slack (ns)
after floorplan	147.6	18	0.2232
after CTS	300.3	74	0.02726
final	300.3	74	0.1209
after global routing	300.3	74	0.008595
after global placement	315.3	74	-0.6577
after detailed placement	315.3	74	-0.6824
layer usage:
layer,vias up,global-route usage [%]
li1,60,-
met1,54,2.064
met2,14,1.605
met3,0,0.9091
met4,0,0
met5,-,0
cells in the final DEF, fill, tap and decap left out:
cell type        instances
clkdlybuf4s50_1          6
fa_2                     4
buf_2                    4
inv_2                    6
dlygate4sd2_1            4
inv_1                    4
No activity file was given, so power comes from the tool's default toggle rates.
